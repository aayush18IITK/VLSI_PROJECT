--- design/flow/run.sh ---
#!/bin/bash
# OpenROAD 26Q1-2900-gdf79404cd8, Yosys 0.63+post, stock flow scripts
make -C /OpenROAD-flow-scripts/flow DESIGN_CONFIG=/design/flow/config.mk WORK_HOME=/design/flow/orfs finish
--- design/flow/config.mk ---
export PLATFORM = sky130hd
export DESIGN_NAME = MUL_datapath
export DESIGN_NICKNAME = MUL_datapath
export VERILOG_FILES = /design/flow/design.v
export SDC_FILE = /design/flow/constraint.sdc
export NUM_CORES = 4
export LEC_CHECK = 1
export CORE_AREA = 10 10 95 95
export DIE_AREA = 0 0 105 105
--- design/flow/constraint.sdc ---
current_design MUL_datapath

set clk_period 5.1
set clk_io_pct 0.2

create_clock -name clk0 -period $clk_period [get_ports {clk}]

set non_clock_inputs [all_inputs -no_clocks]
set_input_delay [expr $clk_period * $clk_io_pct] -clock clk0 $non_clock_inputs
set_output_delay [expr $clk_period * $clk_io_pct] -clock clk0 [all_outputs]
--- design/flow/design.v ---
module MUL_datapath (eqz, LdA, LdB, LdP, clrP, decB, data_in, clk);
input LdA, LdB, LdP, clrP, decB, clk;
input [15:0] data_in;
output eqz;
wire [15:0] X, Y, Z, Bout, Bus;
PIPO1 A (X, Bus, LdA, clk);
PIPO2 P (Y, Z, LdP, clrP, clk);
CNTR B (Bout, Bus, LdB, decB, clk);
ADD AD (Z, X, Y);
EQZ COMP (eqz, Bout);
endmodule
module PIPO1 (dout, din, ld, clk);
input [15:0] din;
input ld, clk;
output reg [15:0] dout;
always @(posedge clk)
    if (ld) dout <= din;
endmodule
module ADD (out, in1, in2);
input [15:0] in1, in2;
output reg [15:0] out;
always @(*)
    out = in1 + in2;
endmodule
module PIPO2 (dout, din, ld,
clr, clk);
input [15:0] din;
input ld, clr, clk;
output reg [15:0] dout;
always @(posedge clk)
  if(clr) dout <= 16'h0;
    else if (ld) dout <= din;
endmodule
module EQZ (eqz, data);
input [15:0] data;
output eqz;
assign eqz = (data == 0);
endmodule
module CNTR (dout, din, ld, dec, clk);
input [15:0] din;
input ld, dec, clk;
output reg [15:0] dout;
always @(posedge clk)
    if (ld) dout <= din;
    else if (dec) dout <= dout - 1; 
endmodule
module controller (LdA, LdB, LdP, clrP, decB, done, clk, eqz, start);
input clk, eqz, start;
output reg LdA, LdB, LdP, clrP, decB, done;
reg [2:0] state;
parameter S0=3'b000, S1=3'b001, S2=3'b010, S3=3'b011, S4=3'b100;
always @(posedge clk)
begin
case (state)
    S0: if (start) state <= S1;
    S1: state <= S2;
    S2: state <= S3;
    S3: #2 if (eqz) state <= S4;
    S4: state <= S4;
    default: state <= S0;
endcase
end
always @(state)
begin
case (state)
    S0: begin #1 LdA = 0; LdB = 0; LdP = 0; clrP = 0; decB = 0; end
    S1: begin #1 LdA = 1; end
    S2: begin #1 LdA = 0; LdB = 1; clrP = 1; end
    S3: begin #1 LdB = 0; LdP = 1; clrP = 0; decB = 1; end
    S4: begin #1 done = 1; LdB = 0; LdP = 0; decB = 0; end
    default: begin #1 LdA = 0; LdB = 0; LdP = 0; clrP = 0; decB = 0; end
endcase
end
endmodule
==> summary.txt <==
run results: status completed, # rows 30, Slew @ Worst Pin approximately 0.6 ns, WP data required 4.08 ns, Top reg by flops B.dout, top post-synthesis cells by area edfxtp_1 63%, xor2_1 12%, xnor2_1 3.5%, or4_4 3.0%, nor3_1 2.6%, r2r worst-path depth 4, Num CTS Buffers 3, fmax ~290 MHz, WP buf/inv 1, placed cell count 155, vias in the first global route ~420, path type of the worst setup path reg -> out, Arr. time, crit path 2.46 ns, vias after detailed routing 419, Worst path slowest cell or4_4, Async SR Flop Fraction 0%, Post-route DRC 0, post-CTS setup buffers 0, Worst-path clk slew 0.06 ns, HP Class reg -> reg, Final TNS setup 0 ns, Mapped Cells about 57, endpoints failing setup 0, crit path max fanout 4, largest net degree at the start of global routing 17, startpoint types flop, r2r setup slk 3.11 ns, IO Pins 23, capture point of the worst path eqz, Non-Filler Instances 158, Most common reg cell edfxtp_1, post-place instance area 905 sq um, Critical Path Sink Type primary output, Core ar. between 6000 and 7000 sq um, Hold Vio Cnt, Final 0, synth warn 20, biggest registers after layout B.dout x16, worst path cell trace or4_4 -> or4_4 -> nor4_1 -> clkdlybuf4s50_1, max_cap viols 0, Avg WL per Cell 6.87 um, 1st-pass router iterations 4, final worst-path cycle share between 60% and 70%, Unique cell types 16, total grt overflow 0, 1st-iter DRT viols 2, clock skew 0.00260 ns, PortBufs 3, R2R Path End B.dout[15], post-route minimum period 3.48 ns, OpenROAD warning count 44, die area ~11,000 sq um, Seq/Total Area, Yosys around 63%, post_cts resized 0, Initial Util 11.0%, CTS tree done, Hold WS 0.569 ns, area delta synth->final 24.5%, Worst path max stage delay 0.56 ns, CP Depth 4, Hold Crit Depth 1, layout cells sized above 1 11.3%, Final ANT Viol Nets 0, first-pass GRT wire length 1920 um, H-Tree Depth 1, mean post-synth cell area 13.3 sq um, vias per cell 2.65, total power 362 uW, Slew HR 59.9%, number of clock sinks 16, RSZ-0062 raised after global routing false, P per Cell Area 383 nW/um^2, max-slew violations 0, routability cong. ~0.73, reg2reg start B.dout[8], clk buf depth 2, area share, top type between 60% and 70%, Clock Tree Root clkbuf_8, crit-path most repeated cell or4_4, # Cells Yosys 57, EDFF count, synth 16, Leakage Power a little over 0.0003 uW, Yosys top cell by area edfxtp_1, post-cts hold buffer count 0, Final Cell Area 946 sq um, Ant. Diodes 0, DPL Wire Length 751 um, max FFs per register 16, VDD IR max 0.235 mV, yosys stat area 759 sq um, cell area after synthesis 759 sq um, most frequent cell after synthesis edfxtp_1, Die Wd 105 um, Tot GR Track Use 1.99%, Routed WL 1090 um, crit path from B.dout[8], Worst-Skew Late Latency about 0.24 ns, Vert. Die Dim approximately 110 um, number of antenna violations at the first check in global routing 0, Synth top cells by count 16 x edfxtp_1, 10 x xor2_1, 4 x nor2_1, 4 x nor3_1, fill cell count 792, number of synthesized register bits 16, Largest delay share family, worst path simple AND/OR/NAND/NOR gates
[per-stage QoR]
| stage | util [%] | setup slack [ns] |
|---|---|---|
| 3_5_place_dp | 13.1 | 1.84 |
| 2_1_floorplan | - | 2.54 |
| 6_report | 13.7 | 1.62 |
| 3_3_place_gp | 13.1 | 1.81 |
| 4_1_cts | 13.7 | 1.58 |
| 5_1_grt | 13.7 | 1.53 |
[worst min path at each step]
stage / from / endpoint / slack (ns)
CTS: B.dout[0] / B.dout[0] / 0.57
global route: B.dout[5] / B.dout[5] / 0.61
finish: B.dout[0] / B.dout[0] / 0.57
[kinds of logic (layout without fill, tap and decap cells)]
logic type / after synthesis / count (layout) / synth area share [%]
AND-OR/OR-AND: 1 / 1 / 0.658
adder cells (fa/ha/maj): 1 / 1 / 1.65
XOR/XNOR: 13 / 13 / 15.0
AND/OR/NAND/NOR: 22 / 22 / 17.3
flip-flops: 16 / 16 / 63.3
buffers and inverters: 4 / 9 / 2.14
[layout by cell type, fill, tap and decap left out]
master,count
nand2_1,3
nor4_1,3
clkbuf_8,3
nor3_1,4
nor3b_2,1
or3_1,3
o21ai_0,1
ha_1,1
or2_2,1
inv_1,3
or4_4,2
edfxtp_1,16
xnor2_1,3
xor2_1,10
nor2_1,4
nand2b_1,1
clkdlybuf4s50_1,3
[final cells by class]
class	count	area (sq um)	area share, %
clock buffer	3	41.3	4.37
inverter	3	11.3	1.19
multi-input combinational	37	263	27.8
sequential	16	480	50.8
tap	96	120	12.7
timing repair buffer	3	30.0	3.17
[metal layers]
metal	vias up	wire [um]	share of wire (%)	global-route usage, %
met1	197	550	51	2.83
met3	2	53	4.9	0.745
met2	6	466	43	2.89
met4	0	14	1.3	0.294
met5	-	0	0	0
li1	214	-	-	-
[power breakdown]
group	internal [uW]	total (uW)	switching, uW
clock network	52.2	90.2	38.0
registers	192	219	27.4
logic	27.0	52.4	25.4
total	271	362	90.8
Power and IR drop assume default switching activity.
